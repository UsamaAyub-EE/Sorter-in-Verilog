`flow/config.mk`:
```
export PLATFORM = sky130hd
export DESIGN_NAME = Lab2_Sequential
export DESIGN_NICKNAME = Lab2_Sequential
export VERILOG_FILES = /design/flow/design.v
export SDC_FILE = /design/flow/constraint.sdc
export NUM_CORES = 4
export LEC_CHECK = 1
export CORE_UTILIZATION = 30
```
`flow/constraint.sdc`:
```
current_design Lab2_Sequential

set clk_period 7.8
set clk_io_pct 0.2

create_clock -name clk0 -period $clk_period [get_ports {clock}]

set non_clock_inputs [all_inputs -no_clocks]
set_input_delay [expr $clk_period * $clk_io_pct] -clock clk0 $non_clock_inputs
set_output_delay [expr $clk_period * $clk_io_pct] -clock clk0 [all_outputs]
```
`flow/design.v`:
```
`timescale 1ns / 1ps
module Lab2_Sequential(
input [3:0] num,input sort,clock,output reg [6:0] seg,input [1:0] sel,input write,
output reg [3:0] anodes
    );
    reg [3:0] numbers[0:3];
    reg [3:0] sorted[0:3];
    reg [3:0] display[0:3];
    reg [2:0]state; 
    reg [3:0] out;
    reg [1:0] index;
    reg reg_write,reg_sort,reg_sorted;
    parameter INPUT=0, SORTED =1, UNSORTED=2,SORT=3,INCREMENT=4,COMPARE=5;
    integer i;
    initial begin
        for(i=0;i<4;i=i+1)
            numbers[i]=0;
    end
    always @(*) begin
            case(out)
            4'b0000: seg = 7'b0000001;  
            4'b0001: seg = 7'b1001111;  
            4'b0010: seg = 7'b0010010;  
            4'b0011: seg = 7'b0000110;  
            4'b0100: seg = 7'b1001100;  
            4'b0101: seg = 7'b0100100;  
            4'b0110: seg = 7'b0100000;  
            4'b0111: seg = 7'b0001111;  
            4'b1000: seg = 7'b0000000;  
            4'b1001: seg = 7'b0000100;  
            4'b1010: seg = 7'b0001000;  
            4'b1011: seg = 7'b1100000;  
            4'b1100: seg = 7'b0110001;  
            4'b1101: seg = 7'b1000010;  
            4'b1110: seg = 7'b0110000;  
            4'b1111: seg = 7'b0111000;  
            default: seg = 7'b0000001;  
            endcase
        end
    initial begin
        state = UNSORTED;
    end
    always @(posedge clock)
    begin
        reg_write <= write;
        reg_sort <= sort;
        case (state)
        SORT:
        begin
            for(i=0;i<4;i=i+1)
            begin
                sorted[i]=numbers[i];
            end
            reg_sorted<=1;
            index<=0;
            state <= COMPARE;
        end
        INCREMENT:
        begin
            if(index==2 && reg_sorted ==1)
                state <= SORTED;
            else if(index==2)
            begin
                index <= 0;
                reg_sorted <= 1;
                state <= COMPARE;
            end
            else
            begin
                index <= index + 1;
                state <= COMPARE;
            end
        end
		COMPARE:
        begin
            if(sorted[index] > sorted[index+1])
            begin
                sorted[index] <= sorted[index+1];
                sorted[index+1] <= sorted[index];
                reg_sorted <= 0;
                index <= 0;
                state <= COMPARE;
            end
            else
                state <= INCREMENT;
        end
        SORTED:
        begin
            for(i=0;i<4;i=i+1)
            begin
                display[i]=sorted[i];
            end
            if(reg_write)
                state<=INPUT;
            else if(reg_sort && reg_sorted)
                state<=SORTED;
            else if(reg_sort && !reg_sorted)
                state <= SORT;
            else
                state<=UNSORTED;
        end
        UNSORTED:
        begin
            for(i=0;i<4;i=i+1)
            begin
               display[i]=numbers[i];
            end
            if(reg_write)
                state<=INPUT;
            else if(reg_sort && reg_sorted)
                state<=SORTED;
            else if(reg_sort && !reg_sorted)
                state <= SORT;
            else
                state<=UNSORTED;
        end
        INPUT:
        begin
            numbers[sel]=num;
            reg_sorted <= 0;
			for(i=0;i<4;i=i+1)
            begin
               display[i]=numbers[i];
            end
            if(reg_write)
                state<=INPUT;
            else if(reg_sort && reg_sorted)
                state<=SORTED;
            else if(reg_sort && !reg_sorted)
                state <= SORT;
            else
                state<=UNSORTED;
        end
		default:
			state <=UNSORTED;
        endcase
    end
	reg [22:0] count_50Hz;
	reg clock_50Hz;
	initial begin
		count_50Hz=0;
		clock_50Hz=0;
	end
	always @(posedge clock)
	begin
		count_50Hz <= count_50Hz + 1;
		if(count_50Hz == 2000000)
		begin
			count_50Hz <= 0;
			clock_50Hz <= !clock_50Hz;
		end
	end
	reg clock_25Hz;
	initial begin
		clock_25Hz=0;
	end
    always @(posedge clock_50Hz)
		clock_25Hz <= !clock_25Hz;
	always @(clock_25Hz or clock_50Hz or display[0] or display[1] or display[2] or display[3])
	begin
		if(clock_25Hz && clock_50Hz)
		begin
			out = display[0];
			anodes=4'b0111;
		end
		else if(clock_25Hz && !clock_50Hz)
		begin
			out = display[1];
			anodes=4'b1011;
		end
		else if(!clock_25Hz && clock_50Hz)
		begin
			out = display[2];
			anodes=4'b1101;
		end
		else
		begin
			out = display[3];
			anodes=4'b1110;
		end
	end
endmodule
```
`flow/run.sh`:
```
#!/bin/bash
# OpenROAD 26Q1-2900-gdf79404cd8, Yosys 0.63+post, stock flow scripts
make -C /OpenROAD-flow-scripts/flow DESIGN_CONFIG=/design/flow/config.mk WORK_HOME=/design/flow/orfs finish
```
==> Slide: Implementation Results <==
Physical Implementation Snapshot

Worst setup path
  – Crit Path Max Fanout: 6
  – Cell mode on critical path: nor2_1
  – Worst path max stage delay: 0.63 ns
  – Largest delay share family, worst path: multiplexers
  – Critical path endpoint: seg[3]
  – Worst r2r path cells: 11
  – Setup crit end kind: output pin
  – Critical path depth in cells: 8
  – CP Data Required Time: 6.24 ns
  – Worst path cell trace: mux4_1, inv_1, ha_1, nor2_1, a21oi_1, nor2_1, a31oi_1, clkdlybuf4s50_1
  – R2R Path End: sorted[0][1]$_DFFE_PP_
  – Critical path class: flop to output pin
  – Worst reg-to-reg setup slack: 3.98 ns
  – WP buf/inv: 2
  – Crit path from: display[1][1]$_DFFE_PP_
  – RR Startpoint: index[0]$_SDFFCE_PP0P_
  – Slowest CP cell: mux4_1
  – Startpoint type of the worst setup path: flop
  – Arrival @ worst endpoint: 2.57 ns

Drt
  – Routed WL per cell: 14.78 um
  – Routed WL: 9269 um
  – Vias: 3144
  – Router iterations before antenna repair: 6
  – Routed Antenna Nets: 0
  – Detailed router's first-iteration violation count: 248
  – DRC: 0
  – Diodes inserted: 0
  – Vias per inst: 5.014

Logic synthesis
  – Avg Inst Size Synth: 10.35 sq um
  – Yosys stat cell total: 427
  – Number of enable flip-flop cells: 52
  – Yosys Chip Area: 4418 sq um
  – Post-synth regs: 81
  – Seq share, synth: 48.48%
  – Synth Warn #: 4
  – Cells after synthesis: 427
  – Distinct lib cells used: 43
  – Synth async-reset ratio: 0%
  – Main flop type: edfxtp_1
  – Cell Area, Synth: 4418 sq um

CTS
  – Clock slew at reported path FFs: 0.06 ns
  – Clock Path Buffers: 2
  – Post-CTS Resized: 0
  – CTS root buf: clkbuf_16
  – CTS Buf Count: 9
  – CTS tree: yes
  – Post-CTS Setup Repair Bufs: 0
  – Worst-skew pair later-pin latency: 0.34 ns
  – Hold-fix buffers at CTS: 0
  – H-tree levels: 3

Job
  – OpenROAD warning count: 36
  – Max Cap Viol: 0

Timing
  – Register pins left without a clock: 1
  – Clock Skew: 0.008400 ns
  – # setup viols final: 0
  – Actual slew at the worst max-slew pin: 0.8111 ns
  – Endpoints left unconstrained: 1
  – Tmin final: 4.127 ns
  – Max_slew headroom: 45.93%
  – Crit share post-route: 52.91%
  – Final Hold Vio Count: 0
  – Setup repair after global routing missed its margin: no
  – Final Max Slew Viols: 0
  – F_max: 242.3 MHz
  – Final setup TNS: 0 ns

Cells and area
  – Final Util: 35.98%
  – Layout cell share with drive strength beyond 1: 10.29%
  – Sequential cell area: 2142 sq um
  – Logic area: 2098 sq um
  – Fillers: 1339
  – Synth-to-layout area growth: 14.81%

Status
  – Status: completed

GRT
  – Pin count of the biggest net entering global routing: 35
  – Initial antenna violation count: 0
  – Vias in the first global route: 2948
  – First-pass GRT wire length: 15010 um
  – GRT overflow: 0
  – GRT Total Usage: 13.33%

Floorplanning
  – IO Pins: 20
  – Die height: 123.4 um
  – CORE AREA: 14100 sq um
  – Row cnt: 43
  – Die width: 123.4 um
  – Total die size: 15220 sq um
  – FP Core Util: 31.34%

Placement
  – RD Place Congestion: 0.9553
  – I/O Buffers: 19
  – DPL Wire Length: 6480 um

Min path
  – HP Class: flop to flop
  – Beginning of the worst hold path: count_50Hz[22]$_SDFF_PN0_

Pwr
  – PwrDens: 388.2 nW/um^2
  – Leak: 0.001908 uW
  – Worst vdd ir: 0.0001487 V
==> worst reg2reg max path, cell delays in order, from the launching register on <==
cell      delay [ns]
edfxtp_1        0.46
inv_1           0.14
ha_1            0.70
a222oi_1        0.22
mux2i_1         0.33
inv_1           0.09
ha_1            0.29
nor2b_1         0.12
o21ai_0         0.09
a21oi_1         0.20
nand3_1         0.19
o21ai_0         0.62
==> placed cells by master, fill, tap and decap left out, types with 3 or more instances in the layout <==
cell,n
xnor2_1,9
clkbuf_16,10
dfxtp_1,29
o21ai_0,35
edfxtp_1,52
nand2_1,56
clkdlybuf4s50_1,19
nand4_1,6
mux4_2,3
nor3_1,3
mux2_2,18
xor2_1,10
nand2b_1,17
ha_1,18
a21oi_1,10
nor2b_1,6
buf_4,7
nand3_1,13
o211ai_1,12
mux2i_1,23
and3_1,3
inv_1,20
nor2_1,29
a222oi_1,8
==> stage by stage <==
| stage | total power, uW | hold slack, ns | cells | setup WS (ns) | area [sq um] |
|---|---|---|---|---|---|
| 2_1_floorplan | 1294 | 0.4258 | 427 | 4.674 | 4418 |
| 3_3_place_gp | 1545 | 0.4431 | 611 | 4.033 | 4783 |
| 3_5_place_dp | 1557 | 0.4430 | 611 | 4.031 | 4783 |
| 4_1_cts | 1975 | 0.4536 | 627 | 3.646 | 5072 |
| 5_1_grt | 2110 | 0.4705 | 627 | 3.524 | 5072 |
| 6_report | 1969 | 0.4501 | 627 | 3.673 | 5072 |
==> area by class of cell <==
type | count | share of cell area [%]
sequential | 81 | 42.23
multi-input combinational | 304 | 41.37
clock buffer | 11 | 5.007
timing repair buffer | 26 | 4.785
tap | 180 | 4.440
inverter | 20 | 1.480
clock inverter | 5 | 0.6907
==> power breakdown <==
group | switching (uW) | internal, uW | total [uW]
Clock | 171 | 237 | 408
Combinational | 491 | 352 | 843
Sequential | 68.7 | 649 | 717
==> flip-flops by register name, summed over array words and instances, names as in the netlist <==
| register | count |
|---|---|
| reg_sort | 1 |
| clock_50Hz | 1 |
| clock_25Hz | 1 |
| state | 3 |
| display | 16 |
| reg_write | 1 |
| index | 2 |
| count_50Hz | 23 |
| numbers | 16 |
| reg_sorted | 1 |
| sorted | 16 |
==> cells by family (layout without fill, tap and decap cells) <==
family / after synthesis / after routing / share of synthesized area [%]
adder cells (fa/ha/maj): 18 / 18 / 5.098
AND/OR/NAND/NOR: 146 / 146 / 15.86
AND-OR/OR-AND: 76 / 76 / 10.85
buffers and inverters: 42 / 62 / 4.022
multiplexers: 45 / 45 / 11.92
flip-flops: 81 / 81 / 48.48
XOR/XNOR: 19 / 19 / 3.767
==> how the worst min path moves through the flow <==
stage	to	slack, ns	cells past startpoint
after CTS	count_50Hz[22]$_SDFF_PN0_	0.45	1
after global routing	count_50Hz[22]$_SDFF_PN0_	0.47	1
final	count_50Hz[22]$_SDFF_PN0_	0.45	1
==> synthesized netlist by cell type, types with 4 or more instances <==
cell type  instances  area, sq um
nand3_1           13        65.06
nor2_1            29        108.9
buf_2              4        20.02
nor2b_1            6        37.54
o211ai_1          12        90.09
o21ai_0           35        175.2
a222oi_1           8        80.08
inv_1             20        75.07
ha_1              18        225.2
xor2_1            10        87.58
a21oi_1           10        50.05
nand2_1           56        210.2
xnor2_1            9        78.83
edfxtp_1          52         1562
clkbuf_1          14        52.55
dfxtp_1           29        580.6
mux2i_1           23        230.2
mux2_2            18        202.7
nand2b_1          17        106.4
nand4_1            6        37.54
==> per-layer routing <==
layer | up-vias | wire length (um) | global-route usage (%)
li1 | 1572 | - | -
met1 | 1462 | 4670 | 21.18
met2 | 103 | 3773 | 18.61
met3 | 7 | 737 | 4.237
met4 | 0 | 88 | 2.108
met5 | - | 0 | 0
Power and IR drop assume default switching activity.
